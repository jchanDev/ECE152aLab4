### config.mk
export PLATFORM = sky130hd
export DESIGN_NAME = ucsbece152a_taillights
export DESIGN_NICKNAME = ucsbece152a_taillights
export VERILOG_FILES = /design/flow/design.v
export SDC_FILE = /design/flow/constraint.sdc
export NUM_CORES = 4
export LEC_CHECK = 1
export CORE_AREA = 10 10 70 70
export DIE_AREA = 0 0 80 80
export SYNTH_HDL_FRONTEND = slang
### constraint.sdc
current_design ucsbece152a_taillights

set clk_period 2.0
set clk_io_pct 0.2

create_clock -name clk0 -period $clk_period [get_ports {clk}]

set non_clock_inputs [all_inputs -no_clocks]
set_input_delay [expr $clk_period * $clk_io_pct] -clock clk0 $non_clock_inputs
set_output_delay [expr $clk_period * $clk_io_pct] -clock clk0 [all_outputs]
### design.v
package taillights_pkg;
typedef enum logic [2:0] {
   S000_000,
   S000_100,
   S000_110,
   S000_111,
   S001_000,
   S011_000,
   S111_000,
   S111_111
} state_t;
endpackage
module ucsbece152a_fsm import taillights_pkg::*; (
   input logic clk,
   input logic rst_n,
   input logic left_i,
   input logic right_i,
   input logic hazard_i,
   output state_t state_o,
   output logic [5:0] pattern_o
);
state_t state_d, state_q = S000_000;
assign state_o = state_q;
always_comb begin
  state_d = S000_000;
   if((left_i == 0) && (right_i == 0) && (hazard_i == 0)) begin
      case(state_q)
         S000_000: state_d = S000_000;
         S000_100: state_d = S000_000;
         S000_110: state_d = S000_000;
         S000_111: state_d = S000_000;
         S001_000: state_d = S000_000;
         S011_000: state_d = S000_000;
         S111_000: state_d = S000_000;
         S111_111: state_d = S000_000;
      endcase
   end
   else if(((left_i == 0) && (right_i == 0) && (hazard_i == 1))||
   ((left_i == 0) && (right_i == 1) && (hazard_i == 1))||
   ((left_i == 1) && (right_i == 0) && (hazard_i == 1))||
   ((left_i == 1) && (right_i == 1) && (hazard_i == 0))||
   ((left_i == 1) && (right_i == 1) && (hazard_i == 1))) begin
      case(state_q)
         S000_000: state_d = S111_111;
         S000_100: state_d = S111_111;
         S000_110: state_d = S111_111;
         S000_111: state_d = S111_111;
         S001_000: state_d = S111_111;
         S011_000: state_d = S111_111;
         S111_000: state_d = S111_111;
         S111_111: state_d = S000_000;
      endcase
   end
   else if((left_i == 0) && (right_i == 1) && (hazard_i == 0)) begin
      case(state_q)
         S000_000: state_d = S000_100;
         S000_100: state_d = S000_110;
         S000_110: state_d = S000_111;
         S000_111: state_d = S000_000;
         S001_000: state_d = S000_000;
         S011_000: state_d = S000_000;
         S111_000: state_d = S000_000;
         S111_111: state_d = S000_000;
      endcase
   end
   else begin
      case(state_q)
         S000_000: state_d = S001_000;
         S000_100: state_d = S000_000;
         S000_110: state_d = S000_000;
         S000_111: state_d = S000_000;
         S001_000: state_d = S011_000;
         S011_000: state_d = S111_000;
         S111_000: state_d = S000_000;
         S111_111: state_d = S000_000;
      endcase
   end
end
always_ff @(posedge clk or negedge rst_n) begin
   if (!rst_n) begin
      state_q <= S000_000;
   end else begin
      state_q <= state_d;
   end
end
always_comb begin
  case(state_o)
         S000_000: pattern_o = 6'b000_000;
         S000_100: pattern_o = 6'b000_100;
         S000_110: pattern_o = 6'b000_110;
         S000_111: pattern_o = 6'b000_111;
         S001_000: pattern_o = 6'b001_000;
         S011_000: pattern_o = 6'b011_000;
         S111_000: pattern_o = 6'b111_000;
         S111_111: pattern_o = 6'b111_111;
  endcase
end
endmodule
module ucsbece152a_taillights (
   input logic clk,
   input logic rst_n,
   input logic clk_dimmer_i,
   input logic left_i,
   input logic right_i,
   input logic hazard_i,
   input logic brake_i,
   input logic runlights_i,
   output logic [5:0] lights_o
);
logic [5:0] fsm_pattern;
ucsbece152a_fsm fsm (
.clk(clk),
.rst_n(rst_n),
.left_i(left_i),
.right_i(right_i),
.hazard_i(hazard_i),
.state_o(  ),
.pattern_o(fsm_pattern)
);
logic [5:0] lights_runlightsoff, lights_runlightson;
always_comb begin
  lights_runlightsoff = fsm_pattern;
  lights_runlightson= 6'b111_111;
  if(brake_i) begin
    if(left_i & !right_i & !hazard_i)
      lights_runlightsoff[2:0] = 3'b111;
    else if(!left_i & right_i & !hazard_i)
      lights_runlightsoff[5:3] = 3'b111;
    else
      lights_runlightsoff = 6'b111_111;
  end
  lights_o = lights_runlightsoff;
  if(runlights_i && clk_dimmer_i)
    lights_o = lights_runlightson;
end
endmodule
### run.sh
#!/bin/bash
# OpenROAD 26Q1-2900-gdf79404cd8, Yosys 0.63+post, stock flow scripts
make -C /OpenROAD-flow-scripts/flow DESIGN_CONFIG=/design/flow/config.mk WORK_HOME=/design/flow/orfs finish
==> impl_metrics.json <==
{
  "outcome": "completed",
  "cts_root_buf": "clkbuf_4",
  "top_logic_kind": "AND-OR/OR-AND gates",
  "drt_pass1_iterations": 4,
  "synth_area_um2": 334,
  "relSlewSlack_pct": 78.5,
  "period_used_pct": 94.9,
  "p_int_uw": 219,
  "cts_tree": "built",
  "ys_area_um2": 334,
  "antennaDiodeCount": 0,
  "drt_wl_total_um": 967,
  "gp_congestion": 0.733,
  "ys_sh_mux_pct": 0,
  "syn_avg_cell_area_um2": 7.95,
  "dpl_cell_area_um2": 539,
  "drtIter0Drc": 44,
  "fp.dieW_um": 80,
  "avgViaCountPerCell": 3.45,
  "ir_drop_v": 0.0000964,
  "power_frac_seq_pct": 27.9,
  "ys_seq_share_pct": 22.5,
  "largest_reg_flops": 3,
  "cts_made_buffers": 3,
  "h-tree-depth": 1,
  "cp_cell_sequence": "clkdlybuf4s50_1 > a22oi_2 > buf_4 > buf_4 > o211ai_1 > buf_2",
  "yosysWarnings": 0,
  "min_path_type": "input pin to asynchronous set/reset pin",
  "layout_min_cycle_time_ps": 1900,
  "ys_sh_aoi_pct": 31.5,
  "post_drt_wl_per_cell_um": 8.79,
  "power_uw": 325,
  "p_sw_share_pct": 32.5,
  "postSynth.asyncResetShare_pct": 100,
  "critPathMaxStageDelay_ps": 450,
  "finClkSkew_ps": 0.172,
  "setup_viol_count_final": 0,
  "drive_above_1_share_pct": 26.6,
  "insertion_delay_ps": 230,
  "ys_cells": 42,
  "area_growth_pct": 69.3,
  "p_switching_uw": 106,
  "antenna_found_initial": 0,
  "endpoint_kind": "output port",
  "required_ps": 1600,
  "fillers": 387,
  "pwr_density_cell_nw_per_um2": 574,
  "grt_pass1_wl_um": 1640,
  "rsz0062_at_grt": "no",
  "edf_count": 0,
  "track_usage_pct": 3.13,
  "ys.flop_type": "dfrtp_1",
  "route.vias.total": 380,
  "arrival_ps": 1500,
  "xor_area_share_pct": 0,
  "holdBufCountCts": 0,
  "crit_type": "input pin to output port",
  "grt_pass1_vias": 371,
  "p_comb_share_pct": 40.1,
  "gr-total-overflow": 0,
  "ant_nets": 0,
  "grt_max_degree": 12,
  "rows": 21,
  "final_area_um2": 566,
  "synth_top_area_share_pct": 22.5,
  "ioPinCount": 14,
  "finalHoldViolCount": 0,
  "tool_warnings": 29,
  "die-height_um": 80,
  "largest_area_cell": "dfrtp_1",
  "cts.path.max_buffers": 2,
  "coreArea_um2": 3420,
  "p_leak_uw": 0.000246,
  "crit_slowest_cell": "clkdlybuf4s50_1",
  "max_freq_mhz": 527,
  "synth_top_cell_by_count": "o21ai_0",
  "drc": 0,
  "maxCapViolCount": 0,
  "top_cells_by_area": "dfrtp_1 22%, ha_1 19%, o21ai_0 10%",
  "crit_top_cell": "buf_4",
  "slew_viol_final": 0,
  "path_clk_slew_ps": 40,
  "place_hpwl_um": 790,
  "fa_ha_area_share_pct": 18.7,
  "top_cells_by_count": "7 x o21ai_0, 5 x ha_1, 5 x nand2_1",
  "crit_path_start_kind": "input pin",
  "die-area_um2": 6400,
  "cts.sinks": 3,
  "clockPowerShare_pct": 32.0,
  "fp_util_pct": 9.78,
  "simple_gate_share_pct": 21.3,
  "ys.flops": 3,
  "worst-slew-pin-transition_ps": 323,
  "portBuffers": 13,
  "synth_cells": 42,
  "cp_max_fo": 2,
  "ys_types": 17
}
==> per-layer routing <==
layer | part of all wire (%) | vias to the layer above | track usage [%]
met5 | 0 | - | 0
met4 | 0 | 0 | 0.704
met3 | 8.1 | 0 | 1.48
met2 | 43 | 13 | 4.25
met1 | 49 | 172 | 4.33
li1 | - | 195 | -
==> worst max-delay path: cells and delay by family <==
kind / cells / cell delay (ps)
buf+inv: 4 / 800
compound gates: 2 / 300
==> per-stage QoR <==
step	utilization, %	setup TNS (ps)	worst slack, ps	hold slack, ps	cells
6_report	16.6	0	102	359	110
5_1_grt	16.6	0	2.56	359	110
4_1_cts	16.9	0	0.821	353	110
3_5_place_dp	15.8	-2260	-410	604	103
3_3_place_gp	15.8	-2300	-410	591	103
2_1_floorplan	-	0	587	104	42
==> layout by cell type, fill, tap and decap left out, drive strengths merged <==
cell           count
a21oi              3
a22oi              2
a2bb2oi            1
a31oi              1
buf                9
clkbuf             5
clkdlybuf4s15      1
clkdlybuf4s50      4
dfrtp              3
dlygate4sd2        4
ha                 5
inv                4
nand2              5
nand2b             2
nor2               1
nor2b              1
nor3               1
o211ai             2
o21ai              7
or3                1
or3b               2
==> final timing paths <==
path	start	endpoint	slack, ps	depth (start not counted)
setup reg to reg	fsm.state_o[1]	fsm.state_o[0]	720	5
max in group asynchronous	rst_n	fsm.state_o[1]	1490	1
setup / recovery	runlights_i	lights_o[1]	100	6
min in group clk0	hazard_i	fsm.state_o[2]	570	3
hold / removal	rst_n	fsm.state_o[2]	360	1
hold reg to reg	fsm.state_o[2]	fsm.state_o[0]	700	1
==> power groups by stage <==
stage,registers (uW),logic (uW),clock network (uW)
4_1_cts,90.1,132,112
6_report,90.5,130,104
5_1_grt,94.0,148,115
==> logic make-up (layout without fill, tap and decap cells) <==
group	count (synthesis)	in the layout
compound gates	16	16
fa+ha+maj	5	5
buf+inv	5	27
flops	3	3
simple gates	13	13
==> area by class of cell <==
type | instances | area (um2) | area share (%)
clock buffers | 4 | 26.3 | 4.65
flip-flops and latches | 3 | 75.1 | 13.3
repair buffers | 19 | 150 | 26.5
multi-input cells | 34 | 241 | 42.7
inverters | 4 | 15.0 | 2.65
well taps | 46 | 57.6 | 10.2
==> repair_timing <==
action / CTS / global route
endpoints found under the setup margin: 6 / 4
resized: 20 / 2
setup buffers: 3 / 0
pin swaps: 8 / 3
Power and IR drop assume default switching activity.
